### flow/run.sh
#!/bin/bash
# OpenROAD 26Q1-2900-gdf79404cd8, Yosys 0.63+post, stock flow scripts
make -C /OpenROAD-flow-scripts/flow DESIGN_CONFIG=/design/flow/config.mk WORK_HOME=/design/flow/orfs finish
### flow/config.mk
export PLATFORM = sky130hd
export DESIGN_NAME = median
export DESIGN_NICKNAME = median
export VERILOG_FILES = /design/flow/design.v
export SDC_FILE = /design/flow/constraint.sdc
export NUM_CORES = 4
export LEC_CHECK = 1
export CORE_AREA = 10 10 90 90
export DIE_AREA = 0 0 100 100
### flow/constraint.sdc
current_design median

set clk_period 3.7
set clk_io_pct 0.2

create_clock -name clk0 -period $clk_period

set non_clock_inputs [all_inputs -no_clocks]
set_input_delay [expr $clk_period * $clk_io_pct] -clock clk0 $non_clock_inputs
set_output_delay [expr $clk_period * $clk_io_pct] -clock clk0 [all_outputs]
### flow/design.v
module median (a0, a1, a2, out);
input    [7:0]   a0, a1, a2;
output reg  [7:0]   out;
wire [2:0] flag;
wire same,error,e0,e1,e2;
assign flag[0]=a1>a0;
assign flag[1]=a2>a0;
assign flag[2]=a2>a1;
assign same=(a0==a1)|(a1==a2)|(a0==a2);
assign e0=(a0==8'd1|a0==8'd2|a0==8'd4|a0==8'd8|a0==8'd16|a0==8'd32|a0==8'd64|a0==8'd128)?0:1;
assign e1=(a1==8'd1|a1==8'd2|a1==8'd4|a1==8'd8|a1==8'd16|a1==8'd32|a1==8'd64|a1==8'd128)?0:1;
assign e2=(a2==8'd1|a2==8'd2|a2==8'd4|a2==8'd8|a2==8'd16|a2==8'd32|a2==8'd64|a2==8'd128)?0:1;
assign error=e0|e1|e2;
always@(*)
 if(error==1'b1 | same==1'b1)
   out=8'b00000000;
 else
  case(flag)
   3'b000:out=a1;
   3'b001:out=a0;
   3'b011:out=a2;
   3'b100:out=a2;
   3'b110:out=a0;
   3'b111:out=a1;
   default:out=8'b00000000;
  endcase
endmodule
==> flow_results.xml <==
<?xml version="1.0" encoding="UTF-8"?>
<metrics>
  <group name="synthesis">
    <metric name="tally_of_yosys_warning_messages" unit="">1</metric>
    <metric name="synth-seq-area-share" unit="%">0</metric>
    <metric name="post_synth_inst_count" unit="">167</metric>
    <metric name="synth_area" unit="µm²">1120</metric>
    <metric name="ys_chip_area" unit="µm²">1120</metric>
    <metric name="synth_largest_type_area_fraction" unit="%">26.8</metric>
    <metric name="synth.top_cells.by_area" unit="">ha_1, o21ai_0, inv_1, a21oi_1, a31oi_1</metric>
    <metric name="post-synth-top-area-cell" unit="">ha_1</metric>
    <metric name="yosysMostFrequentCell" unit="">o21ai_0</metric>
    <metric name="cells_yosys" unit="">167</metric>
    <metric name="mean_area_per_synthesized_cell" unit="µm²">6.71</metric>
    <metric name="synth.top_cells.by_count" unit="">o21ai_0, ha_1, inv_1</metric>
    <metric name="synth_cell_types" unit="">36</metric>
  </group>
  <group name="power">
    <metric name="power.leakage" unit="nW">0.903</metric>
    <metric name="power.clock.fraction" unit="%">0</metric>
    <metric name="combPwrFrac" unit="%">100.0</metric>
    <metric name="power.ir.vdd_worst" unit="µV">59.0</metric>
    <metric name="power" unit="mW">0.262</metric>
    <metric name="power.share.switching" unit="%">50.9</metric>
    <metric name="share_seq_of_total_power" unit="%">0</metric>
    <metric name="sw_power" unit="mW">0.133</metric>
    <metric name="cell_internal_pwr" unit="mW">0.129</metric>
    <metric name="pwr_density_cell" unit="nW/µm²">122</metric>
  </group>
  <group name="setup_path">
    <metric name="required" unit="ns">2.96</metric>
    <metric name="cp-end-kind" unit="">output pin</metric>
    <metric name="worstPathMaxFanout" unit="">5</metric>
    <metric name="cp_slowest_stage_delay" unit="ns">0.38</metric>
    <metric name="worst_path_max_delay_cell" unit="">o31a_1</metric>
    <metric name="criticalPathCategory" unit="">in -&gt; out</metric>
    <metric name="critical_path.startpoint" unit="">a2[2]</metric>
    <metric name="critical_path.cell_chain" unit="">dlygate4sd2_1 -&gt; ha_1 -&gt; nand4_1 -&gt; nor2_2 -&gt; o31a_1 -&gt; nor3_4 -&gt; buf_4 -&gt; buf_4 -&gt; o21ai_1 -&gt; a31oi_1 -&gt; buf_2</metric>
    <metric name="timing.critical_path.arrival" unit="ns">2.88</metric>
    <metric name="cpMostUsedCell" unit="">buf_4</metric>
    <metric name="critical_path.startpoint_type" unit="">input port</metric>
  </group>
  <group name="final_timing">
    <metric name="relSlewSlack" unit="%">76.9</metric>
    <metric name="rsz0062_at_grt" unit="">no</metric>
    <metric name="final.hold.worst_slack" unit="ns">1.91</metric>
    <metric name="timing.fmax" unit="MHz">277</metric>
    <metric name="final.period_utilization" unit="%">97.7</metric>
    <metric name="final-hold-violation-count" unit="">0</metric>
    <metric name="report.final.setup_viol" unit="">0</metric>
    <metric name="finalMaxSlewViolations" unit="">0</metric>
    <metric name="worst_pin_slew" unit="ns">0.347</metric>
    <metric name="post-route-min-period" unit="ns">3.62</metric>
  </group>
  <group name="drt">
    <metric name="post-route-drc-count" unit="">0</metric>
    <metric name="wire_per_inst" unit="µm">14.7</metric>
    <metric name="vias_per_cell" unit="">5.01</metric>
    <metric name="wl" unit="µm">4790</metric>
    <metric name="detail_route.iter0.violations" unit="">94</metric>
    <metric name="drt-pass1-iter-count" unit="">6</metric>
    <metric name="antenna_violating_nets_left" unit="">0</metric>
    <metric name="detailed_route_via_count" unit="">1627</metric>
    <metric name="n_antenna_cell" unit="">0</metric>
  </group>
  <group name="min_path">
    <metric name="whs_path_depth" unit="">4</metric>
    <metric name="worst_hold_class" unit="">in -&gt; out</metric>
    <metric name="worst_hold_endpoint" unit="">out[5]</metric>
    <metric name="hold_path.startpoint" unit="">a2[5]</metric>
  </group>
  <group name="finish">
    <metric name="layout_cell_share_with_drive_strength_beyond_1" unit="%">48.0</metric>
    <metric name="sequential_cell_area" unit="µm²">0</metric>
    <metric name="syn2layout_area_growth" unit="%">92.3</metric>
    <metric name="seq_cells" unit="">0</metric>
    <metric name="layoutNonFillerInstCount" unit="">325</metric>
    <metric name="design_area" unit="µm²">2150</metric>
    <metric name="fill_cells" unit="">632</metric>
    <metric name="final-comb-area" unit="µm²">1340</metric>
    <metric name="clk_buf" unit="">0</metric>
  </group>
  <group name="place">
    <metric name="dp_hpwl" unit="µm">3860</metric>
    <metric name="post_dp_cell_area" unit="µm²">1850</metric>
    <metric name="numPortBuffers" unit="">32</metric>
    <metric name="gp_congestion" unit="">0.918</metric>
    <metric name="place_inst" unit="">317</metric>
  </group>
  <group name="job">
    <metric name="drv.max_cap_violation_count" unit="">0</metric>
    <metric name="warnings" unit="">32</metric>
  </group>
  <group name="run_status">
    <metric name="status" unit="">complete, no violations</metric>
  </group>
  <group name="global_routing">
    <metric name="antenna_found_initial" unit="">0</metric>
    <metric name="maximum_number_of_pins_on_one_net_before_global_route_repair" unit="">9</metric>
    <metric name="track_usage" unit="%">9.38</metric>
    <metric name="grt_pass1_vias" unit="">1656</metric>
    <metric name="globalRouteOverflowTotal" unit="">0</metric>
    <metric name="wire_length_of_the_first_global_routing_pass" unit="µm">7930</metric>
  </group>
  <group name="die">
    <metric name="core_area" unit="µm²">6280</metric>
    <metric name="rows" unit="">29</metric>
    <metric name="die_area" unit="µm²">10000</metric>
    <metric name="fp_util" unit="%">17.8</metric>
    <metric name="die_height" unit="µm">100</metric>
    <metric name="ios" unit="">32</metric>
    <metric name="chipWidth" unit="µm">100</metric>
  </group>
</metrics>
how the worst max path moves through the flow:
stage,end
4_1_cts,out[3]
5_1_grt,out[7]
6_report,out[7]
per-stage QoR:
stage	setup TNS [ns]	util, %	setup slack (ns)
global route	0	34.3	0.00359
detailed placement	-4.17	29.5	-0.602
floorplan	0	-	0.653
global placement	-4.30	29.5	-0.620
finish	0	34.3	0.0841
CTS	0	32.8	0.00198
layout make-up:
type                       instances  area share (%)
tap                               77            4.47
multi-input combinational        147            62.1
timing repair buffer              84            30.4
inverter                          17            2.96
power by group through the flow:
stage                 clock, mW  combinational [mW]  sequential [mW]
after CTS                     0               0.242                0
after global routing          0               0.290                0
final                         0               0.262                0
what timing repair did:
item,in CTS,in global routing
endpoints found under the hold margin,0,0
hold buffers,0,0
setup buffers,5,3
gates resized,89,44
pin swaps,28,28
setup endpoints to repair,8,8
cell usage in the layout, fill, tap and decap left out, drive strengths merged, types with 3 or more instances in the layout:
cell | Yosys | routed
clkbuf | 0 | 8
xor2 | 3 | 3
buf | 3 | 58
and3 | 3 | 3
nor2 | 8 | 8
nor3 | 9 | 9
a31oi | 8 | 8
clkdlybuf4s15 | 0 | 6
nand2 | 8 | 8
nand4 | 7 | 7
a21oi | 11 | 11
inv | 17 | 17
o211ai | 6 | 6
dlygate4sd2 | 0 | 8
dlymetal6s2s | 0 | 4
ha | 24 | 24
o21ai | 36 | 36
logic make-up after synthesis:
group | synth area share (%)
adders and majority gates | 26.8
buffers and inverters | 6.93
and+or+nand+nor | 22.6
AOI/OAI and AO/OA | 40.6
xor gates and xnor gates | 3.13
per-layer routing:
| layer | up-vias | wire length (µm) | GRT usage [%] |
|---|---|---|---|
| met4 | 0 | 58 | 0.978 |
| met1 | 769 | 2090 | 12.1 |
| met3 | 4 | 209 | 0.902 |
| li1 | 812 | - | - |
| met2 | 42 | 2430 | 16.9 |
| met5 | - | 0 | 0 |
critical path, delay by kind of cell:
family                     cells  cell delay (ns)
buffers and inverters          4             0.67
AOI/OAI and AO/OA              3             0.65
and+or+nand+nor                3             0.49
adders and majority gates      1             0.31
No activity file was given, so power comes from the tool's default toggle rates.
