<file path="design.v">
module CLadder_4 (a,b,cin,sum,cout,ov);
input[3:0] a,b;
input cin;
output[3:0] sum;
output cout,ov;
xor #2 (p0,a[0],b[0]);
xor #2 (p1,a[1],b[1]);
xor #2 (p2,a[2],b[2]);
xor #2 (p3,a[3],b[3]);
and #2 (g0,a[0],b[0]);
and #2 (g1,a[1],b[1]);
and #2 (g2,a[2],b[2]);
and #2 (g3,a[3],b[3]);
and #2 (d0,p0,cin);
or #2 (c0,g0,d0);
and #2 (d10,p1,p0,cin);
and #2 (d11,p1,g0);
or #2 (c1,g1,d10,d11);
and #2 (d20,p2,p1,p0,cin);
and #2 (d21,p2,p1,g0);
and #2 (d22,p2,g1);
or #2 (c2,g2,d20,d21,d22);
and #2 (d30,p3,p2,p1,p0,cin);
and #2 (d31,p3,p2,p1,g0);
and #2 (d32,p3,p2,g1);
and #2 (d33,p3,g2);
or #2 (cout,g3,d30,d31,d32,d33);
xor #2 (sum[0],p0,cin);
xor #2 (sum[1],p1,c0);
xor #2 (sum[2],p2,c1);
xor #2 (sum[3],p3,c2);
xor #2 (ov,c2,cout);
endmodule
module adder (X,Y,op_mode,SUM,C_out,Overflow);
input[7:0] X,Y;
input op_mode;
output[7:0] SUM;
output C_out,Overflow;
wire c0,ov0;
wire[7:0] _Y;
xor #2 (_Y[0],Y[0],op_mode);
xor #2 (_Y[1],Y[1],op_mode);
xor #2 (_Y[2],Y[2],op_mode);
xor #2 (_Y[3],Y[3],op_mode);
xor #2 (_Y[4],Y[4],op_mode);
xor #2 (_Y[5],Y[5],op_mode);
xor #2 (_Y[6],Y[6],op_mode);
xor #2 (_Y[7],Y[7],op_mode);
CLadder_4 add0(X[3:0],_Y[3:0],op_mode,SUM[3:0],c0,ov0);
CLadder_4 add1(X[7:4],_Y[7:4],c0,SUM[7:4],C_out,Overflow);
endmodule
</file>
<file path="run.sh">
#!/bin/bash
# OpenROAD 26Q1-2900-gdf79404cd8, Yosys 0.63+post, stock flow scripts
make -C /OpenROAD-flow-scripts/flow DESIGN_CONFIG=/design/flow/config.mk WORK_HOME=/design/flow/orfs finish
</file>
<file path="config.mk">
export PLATFORM = sky130hd
export DESIGN_NAME = adder
export DESIGN_NICKNAME = adder
export VERILOG_FILES = /design/flow/design.v
export SDC_FILE = /design/flow/constraint.sdc
export NUM_CORES = 4
export LEC_CHECK = 1
export CORE_AREA = 10 10 70 70
export DIE_AREA = 0 0 80 80
</file>
<file path="constraint.sdc">
current_design adder

set clk_period 7.3
set clk_io_pct 0.2

create_clock -name clk0 -period $clk_period

set non_clock_inputs [all_inputs -no_clocks]
set_input_delay [expr $clk_period * $clk_io_pct] -clock clk0 $non_clock_inputs
set_output_delay [expr $clk_period * $clk_io_pct] -clock clk0 [all_outputs]
</file>
==> flow_summary.yaml <==
# physical design summary
placed_design:
  hpwl_um: 1190
  port-buffer-count: 27
  place_congestion: 0.831
  dp.cells: 128
worst_setup_path:
  path_common_cell: "clkdlybuf4s50_1"
  end_kind: "output port"
  cp_top_family: "buffers and inverters"
  cp_max_fo: 11
  arrival_ns: 4.34
  startpoint_type: "input port"
  cpPeakStageDelay_ns: 0.69
  required_ns: 5.84
  cp_cell_sequence: "clkdlybuf4s50_1, xor2_1, ha_1, a21oi_1, nand4b_2, and2_1, fa_1, xnor2_1, clkdlybuf4s50_1"
  crit_buf_inv: 2
  critPathKind: "input port to output port"
  crit_slowest_cell: "clkdlybuf4s50_1"
cells_and_area:
  drive_above_1_share: 0.0244
  clock_buffers: 0
  finalNonFillerCells: 128
  seq_cell_count: 0
  final.fill_count: 380
  synthToLayoutAreaGrowth_pct: 72.9
  regArea_um2: 0
drt:
  avgRoutedWirePerCell_um: 10.3
  drt_iter0_drc: 29
  via_count: 475
  first_pass_iters: 4
  ant_nets: 0
  wl_um: 1320
  insertedDiodeCount: 0
  drc_errors: 0
  viasPerCell: 3.71
global_routing:
  grt_pass1_wl_um: 2130
  grt_pass1_vias: 453
  grt_max_degree: 12
  overflow: 0
  track_usage: 0.0409
  grt_antenna_before_repair: 0
synthesis:
  yosys-stat-area_um2: 443
  top_area_frac: 0.226
  top_cells_by_count: "xor2_1, ha_1, inv_1"
  yosysUniqueCellTypes: 24
  area_leaders: "ha_1, xor2_1, xnor2_1, fa_1, inv_1"
  synth_cells: 56
  yosysWarnings: 21
  largest_area_cell: "ha_1"
  ys_cells: 56
  ys_seq_share: 0
  synth_top_cell_by_count: "xor2_1"
  netlist_area_um2: 443
  avgSynthCellArea_um2: 7.91
final_timing:
  setup_viol_count_final: 0
  period_minus_slack_ns: 5.80
  finalClockPeriodUsage: 0.795
  fin_tns_setup_ns: 0
  finalMaxSlewViolations: 0
  rsz0062_at_grt: "false"
  worst_slew_pin_slew_ns: 0.552
  hold_viol_final: 0
  timing.fmax_mhz: 172
  slew_headroom: 0.631
floorplanning:
  fp_util: 0.130
  coreArea_um2: 3420
  io_pins: 27
  die_x_um: 80
  chipArea_um2: 6400
  rows: 21
  die_height_um: 80
clocking:
  cts_hold_buffers: 0
  cts_resized: 0
  cts_setup_buffers: 0
worst_hold_path:
  hp-class: "input port to output port"
power_and_ir_drop:
  peakVddDrop_uv: 46.7
  p_leak_nw: 0.323
  power.density_nw_per_um2: 113
job:
  openroad.warnings: 32
  maxCapViolCount: 0
status:
  outcome: "complete, no violations"
## worst min-delay path: cells and delay by family
kind | cells | cell delay (ns)
buffers and inverters | 4 | 0.95
adders and majority gates | 1 | 0.16
## logic make-up after synthesis
kind of cell,Yosys count,synth area share
AOI/OAI and AO/OA,16,0.237
xor gates and xnor gates,14,0.277
adders and majority gates,9,0.271
buffers and inverters,6,0.0537
muxes,1,0.0226
and+or+nand+nor,10,0.138
## metrics by stage
step	power, mW	worst slack [ns]	hold slack, ns	area [um2]	util
final	0.0864	1.50	4.02	766	0.224
after global routing	0.0977	1.28	4.09	766	0.224
after CTS	0.0880	1.49	4.05	766	0.224
after detailed placement	0.0871	1.48	4.03	766	0.224
after global placement	0.0873	1.54	4.03	766	0.224
after floorplan	0.0398	2.76	3.06	443	-
## power by group
part	switching, mW	internal, mW
registers	0	0
clock network	0	0
logic	0.0315	0.0549
total	0.0315	0.0549
## final timing paths
check | end | cells past startpoint | from
hold / removal | SUM[4] | 5 | X[4]
setup / recovery | SUM[5] | 9 | op_mode
## cells in the final DEF, fill, tap and decap left out, drive strengths merged
cell type,count
a21o,1
a21oi,4
a31oi,2
and2,1
and4b,1
clkdlybuf4s50,27
fa,1
ha,8
inv,5
mux2i,1
nand2,2
nand4,1
nand4b,1
nor2,3
nor3,1
o211a,1
o21a,2
o21ai,4
o21bai,1
o32ai,1
xnor2,3
xor2,11
## area by class of cell
type	instances	area (um2)	area share
Tap cell	46	57.6	0.0752
Timing Repair Buffer	27	270	0.353
Inverter	5	18.8	0.0245
Multi-Input combinational cell	50	419	0.547
## per-layer routing
layer / vias up / GRT usage / wire, um
met5: - / 0 / 0
met4: 0 / 0 / 0
met3: 0 / 0.0227 / 212
met2: 29 / 0.0626 / 493
met1: 192 / 0.0522 / 611
li1: 254 / - / -
Power is estimated from default activity; no workload was simulated.
