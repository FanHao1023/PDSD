## /design/flow/run.sh

```bash
#!/bin/bash
# OpenROAD 26Q1-2900-gdf79404cd8, Yosys 0.63+post, stock flow scripts
make -C /OpenROAD-flow-scripts/flow DESIGN_CONFIG=/design/flow/config.mk WORK_HOME=/design/flow/orfs finish
```

## /design/flow/config.mk

```make
export PLATFORM = sky130hd
export DESIGN_NAME = voting
export DESIGN_NICKNAME = voting
export VERILOG_FILES = /design/flow/design.v
export SDC_FILE = /design/flow/constraint.sdc
export NUM_CORES = 4
export LEC_CHECK = 1
export CORE_AREA = 10 10 70 70
export DIE_AREA = 0 0 80 80
```

## /design/flow/constraint.sdc

```tcl
current_design voting

set clk_period 4.6
set clk_io_pct 0.2

create_clock -name clk0 -period $clk_period

set non_clock_inputs [all_inputs -no_clocks]
set_input_delay [expr $clk_period * $clk_io_pct] -clock clk0 $non_clock_inputs
set_output_delay [expr $clk_period * $clk_io_pct] -clock clk0 [all_outputs]
```

## /design/flow/design.v

```verilog
module voting (a0, a1, a2, a3, a4, out);
input    [2:0]   a0, a1, a2, a3, a4;
output reg [2:0]   out;
wire s0,s1,s2,s3,s4,s5,c0,c1,c2,c3,c4,c5,cout0,cout1,cout2,error;
wire[1:0] sum0_0,sum0_1,sum1_0,sum1_1,sum2_0,sum2_1,out0,out1,out2;
wire[2:0] sum0,sum1,sum2;
full_adder fa0 (a0[0],a1[0],a2[0],s0,c0);
full_adder fa1 (a3[0],a4[0],1'b0,s1,c1);
assign sum0_0={c0,s0},
       sum0_1={c1,s1};
adder2 add0 (sum0_0,sum0_1,1'b0,out0,cout0);
assign sum0={cout0,out0};
full_adder fa2 (a0[1],a1[1],a2[1],s2,c2);
full_adder fa3 (a3[1],a4[1],1'b0,s3,c3);
assign sum1_0={c2,s2},
       sum1_1={c3,s3};
adder2 add1 (sum1_0,sum1_1,1'b0,out1,cout1);
assign sum1={cout1,out1};
full_adder fa4 (a0[2],a1[2],a2[2],s4,c4);
full_adder fa5 (a3[2],a4[2],1'b0,s5,c5);
assign sum2_0={c4,s4},
       sum2_1={c5,s5};
adder2 add2 (sum2_0,sum2_1,1'b0,out2,cout2);
assign sum2={cout2,out2};
full_adder fa6 (a0[0],a0[1],a0[2],s6,c6);
full_adder fa7 (a1[0],a1[1],a1[2],s7,c7);
full_adder fa8 (a2[0],a2[1],a2[2],s8,c8);
full_adder fa9 (a3[0],a3[1],a3[2],s9,c9);
full_adder fa10 (a4[0],a4[1],a4[2],s10,c10);
assign error=(({c6,s6}==2'b1)&({c7,s7}==2'b1)&({c8,s8}==2'b1)&({c9,s9})==2'b1)&({c10,s10}==2'b1)?1'b0:1'b1;
always@(*)
 if (error==1'b1)
  out=3'b000;
 else if (sum2>=3'd3)
  out=3'b100;
 else if (sum1>=3'd3)
  out=3'b010;
 else if (sum0>=3'd3)
  out=3'b001;
 else if (sum2==3'd2)
  out=3'b100;
 else if (sum1==3'd2)
  out=3'b010;
endmodule
module half_adder (x,y,s,c);
input x,y;
output s,c;
xor(s,x,y);
and(c,x,y);
endmodule
module full_adder (x,y,z,s,c);
input x,y,z;
output s,c;
half_adder ha1(x,y,s0,c0);
half_adder ha2(s0,z,s,c1);
or(c,c0,c1);
endmodule
module adder2 (x,y,z,s,c);
input[1:0] x,y;
input z;
output[1:0]s;
output c;
wire c0;
full_adder f0(x[0],y[0],z,s[0],c0);
full_adder f1(x[1],y[1],c0,s[1],c);
endmodule 
```

==> results.yml <==
# flow metrics
run_status:
  status: "completed"
finish:
  largest_register_ffs: 3
  register_area_um2: 45.0
  area_growth_pct: 44.0
  drive_gt1_frac: 0.0541
  nFillCells: 382
  logic_area_um2: 417
floorplan:
  io_pins: 18
  dieHeight_um: 80
  rows: 21
  chipArea_um2: 6400
  coreArea_um2: 3420
  initial_core_util: 0.158
  die_w_um: 80
global_routing:
  grt_pass1_wl_um: 2150
  grt_pass1_vias: 507
  grtUsageTotal: 0.0400
  antenna_found_initial: 0
  grt_overflow: 0
  grt_start_max_net_pins: 4
clock_tree:
  cts_resized: 0
  postCtsHoldBufs: 0
  post_cts_buffers: 0
final_timing:
  fmax_ghz: 0.303
  rsz0062_at_grt: "false"
  hold_viol: 0
  unclocked_pins: 3
  untimed_endpoints: 6
  worst_slew_pin_slew_ps: 289
  slew_violations: 0
  setup_tns_ps: 0
  setup_violations: 0
  slew_headroom: 0.805
placement:
  dp_hpwl_um: 1090
  port_buffers: 18
  routabilityCongestion: 0.870
run:
  tool_warnings: 33
  drv_cap: 0
logic_synthesis:
  synth_flops: 3
  yosysUniqueCellTypes: 14
  syn_inst: 56
  top_area_cell: "fa_1"
  ys_warn_count: 14
  postSynthAreaPerCell_um2: 9.65
  ys_area_um2: 541
  synth_top_area_share: 0.407
  synth.cell_area_um2: 541
  yosys.cell_count.top_type: "inv_1"
  async_flop_share: 0
  top_cells_by_count: "21 x inv_1, 11 x fa_1, 6 x ha_1"
  top_cells_by_area: "fa_1 41%, inv_1 15%, ha_1 14%"
  synth_stat.cells: 56
  ys.flop_type: "dlxtn_1"
  edf_count: 0
routing:
  drtPass1Iterations: 2
  drtIter0Drc: 6
  vias_per_cell: 3.50
  n_antenna_cell: 0
  antenna_left: 0
  totalWireLength_um: 1130
  vias: 420
  remaining_drc_errors: 0
  wire_per_inst_um: 9.43
power_and_ir_drop:
  max-vdd-ir-drop_mv: 0.0262
  p_leak_nw: 0.368
  p_per_area_nw_per_um2: 96.4
==> area by class of cell <==
type | count | share of cell area
flip-flops and latches | 3 | 0.0579
inverters | 21 | 0.101
repair buffers | 18 | 0.232
multi-input cells | 32 | 0.535
well taps | 46 | 0.0740
==> where the power goes <==
part	internal, mW	switching (mW)
clock network	0	0
registers	0.0000140	0.00000000108
logic	0.0375	0.0375
total	0.0375	0.0375
==> logic make-up after synthesis <==
kind of cell             share of synthesized area
AND/OR/NAND/NOR                              0.169
AND-OR/OR-AND                               0.0555
adder cells (fa/ha/maj)                      0.546
buffers and inverters                        0.146
latches                                     0.0833
==> through the flow <==
step | util | instance area [um2] | cells | power, mW
final | 0.228 | 778 | 120 | 0.0751
after detailed placement | 0.228 | 778 | 120 | 0.0755
after global routing | 0.228 | 778 | 120 | 0.0881
after global placement | 0.228 | 778 | 120 | 0.0741
after floorplan | - | 541 | 56 | 0.0510
after CTS | 0.228 | 778 | 120 | 0.0765
==> cell usage in the layout, fill, tap and decap left out <==
cell / n
inv_1: 21
clkdlybuf4s50_1: 18
fa_1: 11
ha_1: 6
a21oi_1: 5
dlxtn_1: 3
nand3_1: 2
nand2b_1: 1
o21ai_0: 1
and2_0: 1
and4bb_2: 1
nor4b_4: 1
nand4_2: 1
nor3b_1: 1
nor4_2: 1
==> routing by layer <==
metal,share of wire,wire [um],track usage
met5,0,0,0
met4,0,0,0
met3,0.079,89,0.0125
met2,0.51,577,0.0714
met1,0.41,464,0.0487
No activity file was given, so power comes from the tool's default toggle rates.
